==> design.v <==
`timescale 1ns / 1ps
module iteration_rot #(parameter N = 31,M=31) (
input signed [N:0] a,
input signed [N:0] b,
input  [3:0]shift,
input [M:0] inangle,
input [M:0] microangle,
input [M:0] dec_angle ,
input clk,
output  reg signed [N:0] ox,
output  reg signed [N:0] oy,
output reg [M:0] outangle
) ;
always @ (posedge clk)
 begin
  if (dec_angle < inangle)
   begin
    ox <= a + (b >>> shift);
    oy <= b - (a >>> shift);
    outangle <= dec_angle + microangle;
  end 
  else begin
    ox <= a - (b >>> shift);
    oy <= b + (a >>> shift);
    outangle <= dec_angle - microangle;
  end
end
endmodule
`timescale 1ns / 1ps
module iteration_vector #(parameter N = 31,M=31) (
input signed [N:0] a,
input signed [N:0] b,
input  [3:0]shift,
input [M:0] microangle,
input [M:0] dec_angle ,
input clk,
output  reg signed [N:0] ox,
output  reg signed [N:0] oy,
output reg [M:0] outangle
) ;
always @ (posedge clk)
 begin
  if ( b  >= 0  )
   begin
    ox <= a + (b >>> shift);
    oy <= b - (a >>> shift);
    outangle <= dec_angle + microangle;
  end 
  else begin
    ox <= a - (b >>> shift);
    oy <= b + (a >>> shift);
    outangle <= dec_angle - microangle;
  end
end
endmodule
`timescale 1ns / 1ps
module Rotation #(parameter N = 31,cos=26'b000000010_0110_1101_1101_0100,M=31) (
        input signed [N:0] x0,
        input signed [N:0] y0,
        input [M:0] inangle,
        input clk,
        input rst,
        output  signed  [N:0] xf,
        output  signed  [N:0] yf,
        output   [M:0]  output_angle
    );
    reg signed [N:0] xfr,yfr;
    wire  [3:0] shift;
    wire  [M:0] microangle;
    wire  signed [N:0] ox0,ox1,ox2,ox3,ox4,ox5,ox6,ox7,ox8,ox9,ox10,ox11,ox12,ox13,ox14,ox15 ;
    wire  signed [N:0] oy0,oy1,oy2,oy3,oy4,oy5,oy6,oy7,oy8,oy9,oy10,oy11,oy12,oy13,oy14,oy15 ;
    wire  [M:0] outangle0 ,outangle1 ,outangle2 ,outangle3 ,outangle4 ,outangle5 ,outangle6 ,outangle7, outangle8,outangle9,outangle10,outangle11;
    wire  [M:0] outangle12,outangle13,outangle14,outangle15 ;
    wire  [M:0] dec_angle;
    reg  [M:0] output_angle_it=0;
    reg signed  [N:0] xf1=0;
    reg signed  [N:0] yf1=0;
    reg [M:0]  output_angle1=0;
    iteration_rot Rot0( .a(x0) , .b(y0) , .shift(4'd0), .inangle(inangle), .dec_angle(32'h0), .microangle(32'h02D_00000), .clk(clk), .ox(ox0),.oy(oy0), .outangle(outangle0) );
    iteration_rot Rot1( .a(ox0), .b(oy0), .shift(4'd1), .inangle(inangle), .dec_angle(outangle0) , .microangle( 32'h01A_90A30 ), .clk(clk), .ox(ox1),.oy(oy1), .outangle(outangle1));
    iteration_rot Rot2( .a(ox1), .b(oy1), .shift(4'd2), .inangle(inangle), .dec_angle(outangle1) , .microangle( 32'h00E_09470 ), .clk(clk), .ox(ox2),.oy(oy2), .outangle(outangle2));
    iteration_rot Rot3( .a(ox2) ,.b(oy2), .shift(4'd3), .inangle(inangle), .dec_angle(outangle2) , .microangle( 32'h007_2000A ), .clk(clk), .ox(ox3),.oy(oy3), .outangle(outangle3));
    iteration_rot Rot4( .a(ox3), .b(oy3), .shift(4'd4), .inangle(inangle), .dec_angle(outangle3) , .microangle( 32'h003_938AA ), .clk(clk), .ox(ox4),.oy(oy4), .outangle(outangle4));
    iteration_rot Rot5( .a(ox4), .b(oy4), .shift(4'd5), .inangle(inangle), .dec_angle(outangle4) , .microangle( 32'h001_CA379 ), .clk(clk), .ox(ox5),.oy(oy5), .outangle(outangle5));
    iteration_rot Rot6( .a(ox5), .b(oy5), .shift(4'd6), .inangle(inangle), .dec_angle(outangle5) , .microangle( 32'h000_E52A1 ), .clk(clk), .ox(ox6),.oy(oy6), .outangle(outangle6));
    iteration_rot Rot7( .a(ox6), .b(oy6), .shift(4'd7), .inangle(inangle), .dec_angle(outangle6) , .microangle( 32'h000_7296D ), .clk(clk), .ox(ox7),.oy(oy7), .outangle(outangle7));
    iteration_rot Rot8 ( .a(ox7),  .b(oy7),   .shift(4'd8),  .inangle(inangle), .dec_angle(outangle7)  , .microangle( 32'h000_394BA ), .clk(clk), .ox(ox8), .oy(oy8),   .outangle(outangle8));
    iteration_rot Rot9 ( .a(ox8),  .b(oy8),   .shift(4'd9),  .inangle(inangle), .dec_angle(outangle8)  , .microangle( 32'h000_1CA5D ), .clk(clk), .ox(ox9), .oy(oy9),   .outangle(outangle9));
    iteration_rot Rot10( .a(ox9),  .b(oy9),   .shift(4'd10), .inangle(inangle), .dec_angle(outangle9)  , .microangle( 32'h000_0E52E ), .clk(clk), .ox(ox10), .oy(oy10), .outangle(outangle10));
   iteration_rot Rot11( .a(ox10), .b(oy10),  .shift(4'd11), .inangle(inangle), .dec_angle(outangle10) , .microangle(  32'h000_07297 ), .clk(clk), .ox(ox11), .oy(oy11), .outangle(outangle11));
   iteration_rot Rot12( .a(ox11), .b(oy11),  .shift(4'd12), .inangle(inangle), .dec_angle(outangle11) , .microangle(  32'h000_0394B ), .clk(clk), .ox(ox12), .oy(oy12), .outangle(outangle12));
    iteration_rot Rot13( .a(ox12), .b(oy12), .shift(4'd13), .inangle(inangle), .dec_angle(outangle12) , .microangle( 32'h000_01CA5 ), .clk(clk), .ox(ox13),.oy(oy13), .outangle(outangle13));
    iteration_rot Rot14( .a(ox13), .b(oy13), .shift(4'd14), .inangle(inangle), .dec_angle(outangle13) , .microangle( 32'h000_00E52 ), .clk(clk), .ox(ox14),.oy(oy14), .outangle(outangle14));
    iteration_rot Rot15( .a(ox14), .b(oy14), .shift(4'd15), .inangle(inangle), .dec_angle(outangle14) , .microangle( 32'h000_00729 ), .clk(clk), .ox(ox15),.oy(oy15), .outangle(outangle15));
always @(posedge clk ) begin
  if ((!rst) ||  ((x0==0)&&(y0==0)) )
     begin  
        xf1 <= 0;
        yf1 <= 0;
        output_angle1 <= 0;
    end 
    else if (inangle==0)
    begin
       xf1 <= x0;
       yf1 <= y0;
   end
    else 
    begin  
        xf1 <= (ox15 >>> 1) + (ox15 >>> 3) + (ox15 >>> 6) - (ox15 >>> 5) - (ox15 >>> 9);
        yf1 <= (oy15 >>>1) +  (oy15 >>>3) +  (oy15 >>>6) -  (oy15 >>> 5) - (oy15 >>>9);
        output_angle1 <= outangle15;
    end
end
assign xf = xf1;
assign yf = yf1;
assign output_angle = output_angle1;
endmodule
`timescale 1ns / 1ps
module top_module #(parameter N = 31,M=31) (
        input signed [N:0] a,
        input signed [N:0] b,
        input signed [N:0] p,
        input signed [N:0] q,
        input clk,
        input rst,rst1,
        output   signed  [N:0] af,
        output   signed  [N:0] bf,
        output   signed  [N:0] pf,
        output   signed  [N:0] qf,
        output  [M:0]  output_angle_vec,
        output  [M:0]  output_angle_rot
    );
    vectoring DUT (  .x0(a),.y0(b), .clk(clk), .rst(rst) , .xf(af), .yf(bf),  .output_angle(output_angle_vec) );
    Rotation  UUT (  .x0(p),.y0(q), .clk(clk), .rst(rst1) , .xf(pf),.yf(qf), .output_angle(output_angle_rot),.inangle(output_angle_vec) );
endmodule
`timescale 1ns / 1ps
module vectoring #(parameter N = 31,cos=26'b000000010_0110_1101_1101_0100,M=31) (
        input signed [N:0] x0,
        input signed [N:0] y0,
        input clk,
        input rst,
        output   signed  [N:0] xf,
        output   signed  [N:0] yf,
        output   [M:0]  output_angle
    );
    wire  [3:0] shift;
    wire  [M:0] microangle;
    wire  signed [N:0] ox0,ox1,ox2,ox3,ox4,ox5,ox6,ox7,ox8,ox9,ox10,ox11,ox12,ox13,ox14,ox15 ;
    wire  signed [N:0] oy0,oy1,oy2,oy3,oy4,oy5,oy6,oy7,oy8,oy9,oy10,oy11,oy12,oy13,oy14,oy15 ;
    wire  [M:0] outangle0 ,outangle1 ,outangle2 ,outangle3 ,outangle4 ,outangle5 ,outangle6 ,outangle7, outangle8,outangle9,outangle10,outangle11;
    wire  [M:0] outangle12,outangle13,outangle14,outangle15 ;
    wire  [M:0] dec_angle;
    reg signed  [N:0] xf1=0;
    reg signed  [N:0] yf1=0;
    reg [M:0]  output_angle1=0;
     iteration_vector Vec0( .a(x0) , .b(y0) , .shift(4'd0),  .dec_angle(32'h0)     , .microangle(32'h02D_00000), .clk(clk), .ox(ox0),.oy(oy0), .outangle(outangle0) );
     iteration_vector Vec1( .a(ox0), .b(oy0), .shift(4'd1),  .dec_angle(outangle0) , .microangle(32'h01A_90A30), .clk(clk), .ox(ox1),.oy(oy1), .outangle(outangle1));
     iteration_vector Vec2( .a(ox1), .b(oy1), .shift(4'd2),  .dec_angle(outangle1) , .microangle(32'h00E_09470), .clk(clk), .ox(ox2),.oy(oy2), .outangle(outangle2));
     iteration_vector Vec3( .a(ox2) ,.b(oy2), .shift(4'd3),  .dec_angle(outangle2) ,.microangle( 32'h007_2000A ), .clk(clk), .ox(ox3),.oy(oy3), .outangle(outangle3));
     iteration_vector Vec4( .a(ox3), .b(oy3), .shift(4'd4),  .dec_angle(outangle3) , .microangle( 32'h003_938AA ),.clk(clk), .ox(ox4),.oy(oy4), .outangle(outangle4));
     iteration_vector Vec5( .a(ox4), .b(oy4), .shift(4'd5),  .dec_angle(outangle4) , .microangle( 32'h001_CA379 ),.clk(clk), .ox(ox5),.oy(oy5), .outangle(outangle5));
     iteration_vector Vec6( .a(ox5), .b(oy5), .shift(4'd6),  .dec_angle(outangle5) , .microangle( 32'h000_E52A1 ), .clk(clk), .ox(ox6),.oy(oy6), .outangle(outangle6));
     iteration_vector Vec7( .a(ox6), .b(oy6), .shift(4'd7), .dec_angle(outangle6) , .microangle( 32'h000_7296D ),.clk(clk), .ox(ox7),.oy(oy7), .outangle(outangle7));
     iteration_vector Vec8 ( .a(ox7),  .b(oy7),   .shift(4'd8),  .dec_angle(outangle7)  , .microangle( 32'h000_394BA ), .clk(clk), .ox(ox8), .oy(oy8),   .outangle(outangle8));
     iteration_vector Vec9 ( .a(ox8),  .b(oy8),   .shift(4'd9),  .dec_angle(outangle8)  , .microangle( 32'h000_1CA5D ), .clk(clk), .ox(ox9), .oy(oy9),   .outangle(outangle9));
     iteration_vector Vec10( .a(ox9),  .b(oy9),   .shift(4'd10), .dec_angle(outangle9)  , .microangle( 32'h000_0E52E ), .clk(clk), .ox(ox10), .oy(oy10), .outangle(outangle10));
     iteration_vector Vec11( .a(ox10), .b(oy10),  .shift(4'd11),  .dec_angle(outangle10) , .microangle(  32'h000_07297 ), .clk(clk), .ox(ox11), .oy(oy11), .outangle(outangle11));
     iteration_vector Vec12( .a(ox11), .b(oy11),  .shift(4'd12),  .dec_angle(outangle11) , .microangle(  32'h000_0394B ), .clk(clk), .ox(ox12), .oy(oy12), .outangle(outangle12));
     iteration_vector Vec13( .a(ox12), .b(oy12), .shift(4'd13),  .dec_angle(outangle12) , .microangle( 32'h000_01CA5 ), .clk(clk), .ox(ox13),.oy(oy13), .outangle(outangle13));
     iteration_vector Vec14( .a(ox13), .b(oy13), .shift(4'd14),  .dec_angle(outangle13) , .microangle( 32'h000_00E52 ), .clk(clk), .ox(ox14),.oy(oy14), .outangle(outangle14));
     iteration_vector Vec15( .a(ox14), .b(oy14), .shift(4'd15),  .dec_angle(outangle14) , .microangle( 32'h000_00729 ), .clk(clk), .ox(ox15),.oy(oy15), .outangle(outangle15));
always @(posedge clk) begin
    if ((!rst) ||  ((x0==0)&&(y0==0))   )
     begin  
        xf1 <= 0;
        yf1 <= 0;
        output_angle1 <= 0;
    end 
    else if (y0==0)  
     begin  
        xf1 <= x0;
        yf1 <= 0;
        output_angle1 <= 0;
    end 
    else 
    begin  
        xf1 <= (ox15 >>> 1) + (ox15 >>> 3) + (ox15 >>> 6) - (ox15 >>> 5) - (ox15 >>> 9);
        yf1 <= (oy15 >>> 1) + (oy15 >>>3) +  (oy15 >>>6) -  (oy15 >>> 5) - (oy15 >>>9);
        output_angle1 <= outangle15;
    end
end
   assign xf = xf1;
   assign yf = yf1;
  assign output_angle = output_angle1;
endmodule
==> run.sh <==
#!/bin/bash
# OpenROAD 26Q1-2900-gdf79404cd8, Yosys 0.63+post, stock flow scripts
make -C /OpenROAD-flow-scripts/flow DESIGN_CONFIG=/design/flow/config.mk WORK_HOME=/design/flow/orfs finish
==> config.mk <==
export PLATFORM = sky130hd
export DESIGN_NAME = top_module
export DESIGN_NICKNAME = top_module
export VERILOG_FILES = /design/flow/design.v
export SDC_FILE = /design/flow/constraint.sdc
export NUM_CORES = 4
export LEC_CHECK = 1
export CORE_UTILIZATION = 30
==> constraint.sdc <==
current_design top_module

set clk_period 20.5
set clk_io_pct 0.2

create_clock -name clk0 -period $clk_period [get_ports {clk}]

set non_clock_inputs [all_inputs -no_clocks]
set_input_delay [expr $clk_period * $clk_io_pct] -clock clk0 $non_clock_inputs
set_output_delay [expr $clk_period * $clk_io_pct] -clock clk0 [all_outputs]
==> impl_metrics.ini <==
; flow metrics
[floorplan]
die_w_microns = 914.8
chipArea_sq_um = 836800
fp_util = 0.3016
num_rows = 334
die_h_microns = 914.8
io_pins = 323
coreArea_sq_um = 828700

[routing]
drtAntennaViolNets = 0
drc = 0
via_per_inst = 5.055
num_vias = 208600
wl_met2_microns = 336600
wl_met1_microns = 354900
wl_met3_microns = 42170
wirelength_microns = 758500
drtIter0Drc = 12770
first_pass_iters = 5
top_layer_used = met5
wire_per_inst_microns = 18.38

[cts]
cts_tree = built
hold_buffers = 0
cts_made_buffers = 378
ctsResizeCount = 0
cts_max_level = 5
clkSinkCount = 3114
clockBufferDepth = 4
worstSkewPairLatency_ps = 1020
clk_pin_slew_worst_paths_ps = 60
cts_setup_buffers = 0
cts_root_buffer = clkbuf_16

[logic_synthesis]
top_logic_kind = AND-OR/OR-AND gates
ys_seq_share = 0.2494
synth.distinct_cells = 95
ys_sh_simple = 0.1405
ys_area_sq_um = 249900
synth-edff-count = 0
synth-cells-yosys = 29280
yosys.area_share.aoi = 0.2216
top_area_cell = dfxtp_1
fa_ha_area_frac = 0.2080
xor_share = 0.1375
synth_area_sq_um = 249900
syn_inst = 29280
syn_avg_cell_area_sq_um = 8.536
synth_warnings = 4
yosysTopAreaCellShare = 0.2494
synth_async_sr_flop_share = 0
ys_ff = 3114
topCellsByArea = dfxtp_1, ha_1, xnor2_1
mux_share = 0.007729
ys.flop_type = dfxtp_1

[placed_design]
dp_hpwl_microns = 624200
io_buffer_count = 320
gp_congestion = 0.9732
placed_area_sq_um = 267400
dp_slack_ps = 11980

[critical_path]
slowest_delay_ps = 750
crit_top_cell = a21oi_1
critical_path_buf_inv_count = 2
crit_path_end_kind = flip-flop
cp_max_fo = 6
cp_data_arrival_time_ps = 8390
cp.required_ps = 21430
cp_top_family = AND-OR/OR-AND gates
cp_slowest_cell = clkdlybuf4s50_1
cp_cell_sequence = clkdlybuf4s50_1, inv_1, fa_1, o21bai_1, a21oi_1, o21bai_1, a21oi_1, o21ai_1, a311oi_1, o41ai_1, a21oi_1, o21ba_2, o21ai_0, xnor2_1
startpoint_type = input pin
crit_type = in2reg

[sta]
slew_headroom = 0.3526
finalSetupViolations = 0
drv_slew = 0
fin_crit_ps = 7461
final-hold-violation-count = 0
worst_slack_ps = 13040
max_freq_mhz = 134.0
rsz0062_at_grt = no
final.setup.tns_ps = 0
worst_pin_slew_ps = 963.7
timing.final.crit_share = 0.3640
skew_ps = 206.1

[global_routing]
track_usage = 0.1797
first_global_vias = 197700
antenna_found_initial = 23
overflow = 0
grt_max_degree = 67
grt_pass1_wl_microns = 1162000

[flow_run]
warning_count = 196
maxCapViolations = 0

[min_path]
hold_class = reg2reg

[run_status]
status = finished, final reports clean

[layout]
fillers = 83720
final_area_sq_um = 281200
drive_above_1_share = 0.03960
area_delta_synth_final_pct = 12.50
## worst register-to-register path, cell delays in order (launching register included)
cell and delay [ps]:
dfxtp_1 450, inv_1 70, buf_4 240, ha_1 330, nor2b_1 130, nor3_1 150, o21ai_1 100, o211ai_1 100
a31oi_1 130, nor4_1 400, o31ai_1 230, a21oi_4 500, inv_1 480, buf_4 370, ha_1 260, fa_1 400
a21o_1 170, a21o_1 220, a2111oi_4 380, o31ai_1 200, o311a_1 400, o31a_1 280, nor3b_1 170, or4_1 500
a31o_1 240, a21oi_2 140, xnor2_1 120
## synth_stat cells (all sizes together) (54+ instances only)
cell and number:
o21bai 392, a21boi 110, or4 163, and3 235
dfxtp 3114, nor2b 420, o41ai 203, a31oi 227
nand2b 470, a211o 91, a31o 79, inv 1898
o31ai 440, ha 3488, xor2 1353, nand4 249
or2 129, a211oi 231, nand3 433, and2 154
mux2i 121, nor3 521, a2111oi 54, and4 67
clkbuf 362, or3 319, buf 63, a221oi 63
mux2 64, fa 417, nor4 185, o21a 488
a21oi 2562, o21ai 1676, a21o 1370, o211ai 107
nand2 1712, o2111ai 63, nor2 1993, xnor2 2568
## stage by stage
stage / hold WS (ps) / cells / util
after CTS: 421.7 / 41260 / 0.3393
after detailed placement: 413.6 / 40560 / 0.3227
final: 421.6 / 41270 / 0.3393
after global placement: 410.3 / 40560 / 0.3227
after global routing: 443.9 / 41270 / 0.3393
after floorplan: 390.2 / 29390 / -
## final cells by class
class | count | area, sq um | area share
antenna | 5 | 12.51 | 0.00004450
clock inverter | 229 | 3379 | 0.01202
clock buffer | 473 | 10370 | 0.03687
timing repair buffer | 513 | 4647 | 0.01653
sequential | 3114 | 62360 | 0.2218
inverter | 1914 | 7187 | 0.02556
tap | 11090 | 13870 | 0.04934
multi-input combinational | 23930 | 179400 | 0.6379
## path summary, 6_finish.rpt
check | cells past startpoint | startpoint | endpoint | slack (ps)
worst max-delay path | 14 | p[1] | UUT.Rot0.oy[24]$_DFF_P_ | 13040
worst min-delay path | 1 | DUT.Vec15.outangle[12]$_DFF_P_ | DUT.output_angle1[12]$_SDFF_PP0_ | 420
worst max register to register | 26 | DUT.output_angle1[2]$_SDFF_PP0_ | UUT.Rot5.outangle[30]$_DFF_P_ | 13250
worst min register to register | 1 | DUT.Vec15.outangle[12]$_DFF_P_ | DUT.output_angle1[12]$_SDFF_PP0_ | 420
## kinds of logic after synthesis
| kind of cell | after synthesis |
|---|---|
| other | 1 |
| DFF | 3114 |
| and+or+nand+nor | 7187 |
| AOI/OAI and AO/OA | 8627 |
| adders and majority gates | 3905 |
| muxes | 185 |
| buffers and inverters | 2339 |
| xor gates and xnor gates | 3922 |
## routing by layer
layer	vias up	GRT usage
met5	-	0
met4	4	0.04746
met3	974	0.03120
met2	4356	0.2842
met1	97200	0.2572
li1	106100	-
## placed cells by master, fill, tap and decap left out, types with 487 or more instances in the layout
cell type,count
o21a_1,487
nor2_1,1990
nor3_1,521
a21o_1,1369
a21oi_1,2558
inv_1,1890
o21ai_0,1586
xor2_1,1353
dfxtp_1,3099
ha_1,3488
nand2_1,1711
xnor2_1,2568
